`flow/design.v`:
```
`timescale 1 ns / 1 ps
`default_nettype none
`timescale 1ns/1ns
module ShiftReg
  #(parameter SHIFT = 8, DATA=32)
   (input         clk,reset,
    input [DATA-1:0]  data_in,
    output [DATA-1:0] data_out);
   reg [DATA-1:0]     shift_array [SHIFT-1:0];
   always @(posedge clk or posedge reset) begin
      if(reset)
        shift_array[0] <= 0;
      else
        shift_array[0] <= data_in;
   end
   genvar shft;
   generate
      for(shft=0; shft < SHIFT-1; shft=shft+1) begin: DELAY_BLOCK
         always @(posedge clk or posedge reset) begin
            if(reset)
              shift_array[shft+1] <= 0;
            else
              shift_array[shft+1] <= shift_array[shft];
         end
      end
   endgenerate
   assign data_out = shift_array[SHIFT-1];
endmodule
```
`flow/config.mk`:
```
export PLATFORM = sky130hd
export DESIGN_NAME = ShiftReg
export DESIGN_NICKNAME = ShiftReg
export VERILOG_FILES = /design/flow/design.v
export SDC_FILE = /design/flow/constraint.sdc
export NUM_CORES = 4
export LEC_CHECK = 1
export CORE_UTILIZATION = 40
```
`flow/run.sh`:
```
#!/bin/bash
# OpenROAD 26Q1-2900-gdf79404cd8, Yosys 0.63+post, stock flow scripts
make -C /OpenROAD-flow-scripts/flow DESIGN_CONFIG=/design/flow/config.mk WORK_HOME=/design/flow/orfs finish
```
`flow/constraint.sdc`:
```
current_design ShiftReg

set clk_period 1.0
set clk_io_pct 0.2

create_clock -name clk0 -period $clk_period [get_ports {clk}]

set non_clock_inputs [all_inputs -no_clocks]
set_input_delay [expr $clk_period * $clk_io_pct] -clock clk0 $non_clock_inputs
set_output_delay [expr $clk_period * $clk_io_pct] -clock clk0 [all_outputs]
```
==> COMMIT_EDITMSG <==
Log flow metrics for this revision

- Footprint of the multi-input gates: 0 um2
* Post-synthesis instance total: 257
- Core Rows: 45
- In this run the worst hold path is classified as in -> async.
* Deepest clock path buffer count: 3
* Post-placement worst setup slack: -0.000709 ns
- Clock-pin transition on the worst setup and hold timing paths: 0.06 ns
- Instance count after placement with tap cells included: 555
- Final worst clock skew: 0.00848 ns
- For this run, the top clock speed supported by timing is 842 MHz.
* Mean Syn Cell Area: 24.9 um2
- The flow ran to the end, but the final reports show violations.
* Arrival time worst endpoint: 0.99 ns
- Inserted Diodes: 0
* Overall routing resource usage: 9.87%
* Synthesis-to-finish area growth: 29.2%
* Critical path peak fanout: 1
* Detail-routed net length per standard cell: 11.3 um
* Violated checks: setup timing
* Initial antenna violation count: 0
* Clock tree from TritonCTS: built
- Share of cells above drive strength 1: 24.0%
* Critical-path cell list: buf_2
- Per the final timing report, the hold violations number 0.
- The register with the most flip-flops in the layout has 256 of them.
* Portion of the clock cycle consumed by the worst path in the final layout: 119%
- Largest registers: shift_array x256
* Placeable core region: 15400 um2
- Die Footprint: 16500 um2
- Detailed-route iteration 0 reported a violation count of 84.
- After global routing the overflow that remains totals 0.
- Chip area line of the yosys report: 6410 um2
- In the Yosys stats the netlist draws on 2 distinct library cells.
- The synthesis report lists the Yosys warning total as 2.
- Insertion delay at the late pin of the worst-skew pair: 0.50 ns
* Crit-path leading delay family: flip-flops
- Gp weighted congestion: 0.670
- Tool Warnings: 28
* Clock Sinks: 256
- Worst slew pin tran: 0.144 ns
* Top cells excl fill/tap: 256 x dfrtp_1, 33 x clkdlybuf4s50_1, 32 x buf_2
- Vias in the first global route: 2473
- In this run, synthesis produced a sequential element count of 256.
* Max stage delay on crit path: 0.38 ns
- Number of buffers created by CTS: 25
* Unrepaired setup endpoints after global routing: true
- Across all layers, the routed design uses 2288 vias.
- The run reported a max-capacitance violation count of 0.
- Note, the detailed placer reported a final HPWL of 3.75 mm.
- In the final report, the number of pins over their slew limit comes to 0.
- 66 I/O pins were placed.
- DR vias/cell: 3.82
- Core Util, Final: 53.7%
- Entering global routing, the biggest net connects 26 pins.
- Multi-input combinational cells in the finished layout were counted as 0.
- Count of placed standard cells in the final layout, fillers left out: 599
- Pwr dens: 2500 nW/um2
- The detail route stage leaves a number of antenna-violating nets equal to 0.
* Static leakage power: 3.80 nW
* Required time reported for the critical path endpoint: 0.80 ns
- The floorplan step set the die width to 129 um.
- Setup bufs post-CTS: 0
* Min cycle time layout: 1.19 ns
- The worst setup path is launched from a flip-flop.
* Top reg by flops: shift_array
- The analysis reports a worst IR drop on VDD of 0.00160 V.
* Global-route wire length before repair: 12.1 mm
- First-pass DRT Iterations: 2
- Clock tree root buffer cell: clkbuf_16
- Per the post-run analysis, buffers plus inverters along the critical path come to 1.
* Endpoint type of the worst setup path: output port
* WL final: 6.77 mm
- Count of filler cells inserted in the layout: 1198
- The cell area that synthesis handed to floorplanning was 6410 um2.
* Final routed DRC violation total: 0
* H-Tree Depth: 1
- IO buf count: 65
- Leaving out fill and tap cells, the most frequent cell in the layout is dfrtp_1.
- Relative max-transition margin: 90.4%
- Final Total Pwr: 20.7 mW
- Height of the die: 129 um
- Summing the sequential cell areas from Yosys gives 99.9% of the chip area.
* Tightest hold margin: 0.115 ns
- Effective utilization at floorplan: 41.5%
- Setup slack on the critical path of the routed design comes to -0.188 ns.
- Final setup violation count: 32
* Setup Crit Path Kind: reg -> out
* Cell with the largest stage delay on the worst path: dfrtp_1
* Number of cells in the yosys synthesis report: 257
-- routing by layer --
metal	global-route usage (%)	part of all wire, %	vias to the layer above
met5	0	0	-
met4	3.81	4.1	0
met3	2.67	6.1	23
met2	13.3	46	61
met1	16.8	44	1176
li1	-	-	1028
-- final cells by class --
class                 instances  area (um2)  share of cell area [%]
Clock buffer                 36         717                    8.65
Inverter                      1        7.51                  0.0906
Sequential cell             256        6410                    77.3
Timing Repair Buffer         87         768                    9.27
Tap cell                    211         264                    3.19
Clock inverter                8         121                    1.47
-- timing repair --
action | in CTS | in global routing
hold buffers | 0 | 0
endpoints found under the setup margin | 32 | 32
resized | 96 | 0
-- metrics by stage --
step | setup TNS, ns | cell area (um2)
final | -4.94 | 8280
after global routing | -6.58 | 8280
after CTS | -5.94 | 8280
after detailed placement | -0.000709 | 7610
after global placement | -0.00140 | 7610
after floorplan | -658.34 | 6410
-- cells in the mapped netlist --
cell	number	area [um2]
dfrtp_1	256	6410
inv_1	1	3.75
-- logic make-up after synthesis --
kind of cell,share of synthesized area [%]
buffers and inverters,0.0585
DFF,99.9
-- final timing paths --
check	start	slack, ns	depth (start not counted)	to
min in group clk0	data_in[28]	0.14	1	shift_array[0][28]$_DFF_PP0_
max in group asynchronous	reset	0.54	4	shift_array[4][7]$_DFF_PP0_
hold / removal	reset	0.12	3	shift_array[7][31]$_DFF_PP0_
hold reg to reg	shift_array[1][2]$_DFF_PP0_	0.34	0	shift_array[2][2]$_DFF_PP0_
setup / recovery	shift_array[7][28]$_DFF_PP0_	-0.19	1	data_out[28]
setup reg to reg	shift_array[3][16]$_DFF_PP0_	0.49	0	shift_array[4][16]$_DFF_PP0_
-- power breakdown --
group | switching, mW | total, mW | internal, mW
Sequential | 0.124 | 11.0 | 10.9
Clock | 3.45 | 9.19 | 5.74
Combinational | 0.228 | 0.485 | 0.257
Total | 3.80 | 20.7 | 16.9
No activity file was given, so power comes from the tool's default toggle rates.
