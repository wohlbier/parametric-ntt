==> /design/flow/design.v <==
`timescale 1 ns / 1 ps
`timescale 1ns / 1ps
module BRAM #(parameter DLEN = 32, HLEN=9)
           (input                 clk,
            input                 wen,
            input      [HLEN-1:0] waddr,
            input      [DLEN-1:0] din,
            input      [HLEN-1:0] raddr,
            output reg [DLEN-1:0] dout);
(* ram_style="block" *) reg [DLEN-1:0] blockram [(1<<HLEN)-1:0];
always @(posedge clk) begin
    if(wen)
        blockram[waddr] <= din;
end
always @(posedge clk) begin
    dout <= blockram[raddr];
end
endmodule
==> /design/flow/run.sh <==
#!/bin/bash
# OpenROAD 26Q1-2900-gdf79404cd8, Yosys 0.63+post, stock flow scripts
make -C /OpenROAD-flow-scripts/flow DESIGN_CONFIG=/design/flow/config.mk WORK_HOME=/design/flow/orfs finish
==> /design/flow/config.mk <==
export PLATFORM = sky130hd
export DESIGN_NAME = BRAM
export DESIGN_NICKNAME = BRAM
export VERILOG_FILES = /design/flow/design.v
export SDC_FILE = /design/flow/constraint.sdc
export NUM_CORES = 4
export LEC_CHECK = 1
export CORE_UTILIZATION = 50
export SYNTH_MEMORY_MAX_BITS = 65536
==> /design/flow/constraint.sdc <==
current_design BRAM

set clk_period 48.5
set clk_io_pct 0.2

create_clock -name clk0 -period $clk_period [get_ports {clk}]

set non_clock_inputs [all_inputs -no_clocks]
set_input_delay [expr $clk_period * $clk_io_pct] -clock clk0 $non_clock_inputs
set_output_delay [expr $clk_period * $clk_io_pct] -clock clk0 [all_outputs]
==> out/results.txt <==
clock sink count -> 16400
IO Pins -> 84
hold endpoint -> dout[29]
first-pass GRT wire length -> 2780 mm
Worst Min Path Start -> blockram[500][29]
core box area -> 1270000 um^2
final worst path period need -> 16990 ps
First DRT Iteration DRCs -> 23900
share of cells above drive strength 1 -> 22.4%
clk latency of the worst-skew pair -> 1360 ps
Post-Syn Area -> 637000 um^2
failing checks -> capacitance limit, slew limit
CTS clock-pin slew for the worst setup and hold paths -> 60 ps
Post-Synthesis Cells -> 30200
run status -> finished, violations left
yosys cell count -> 30200
worst hold path type -> flop to flop
Synth Warn # -> 1
r2r endpoint -> dout[0]
Post-synth EDFFs -> 16400
Mapped Avg Cell Area -> 21.1 um^2
top cell type's share of synthesized area -> 77.2%
synth unique cells -> 100
Leakage Power -> 230 nW
DP HPWL -> 1230 mm
slew at the pin closest to its max-slew limit -> 1550 ps
Vias/cell -> 6.41
most common logic cell in the routed design -> edfxtp_1
CTS tree -> yes
number of setup buffers added after CTS -> 0
fmax -> 58.9 MHz
Setup violations, final -> 0
Reg2Reg Setup Slack -> 44010 ps
CP Class -> primary input to flop
slew margin rel. -> -3.94%
Layout area overhead -> 12.9%
vias in the first global route -> 348000
post-CTS sizing -> 0
drt pass-1 iters -> 5
top_reg_cell synth -> edfxtp_1
startpoint types -> primary input
Final Util -> 56.6%
required time of the critical path -> 49740 ps
Buffers on Ports -> 83
Synth area leader -> edfxtp_1
DR vias -> 326000
total power -> 29.7 mW
cycle use final -> 35.0%
total grt overflow -> 0
Top Layout Cells -> edfxtp_1, mux2i_1, mux4_2, buf_4, clkbuf_16
Tot GR Track Use -> 36.1%
Worst setup EP type -> flop
Seq share, synth -> 77.3%
initial antenna violation count -> 210
setup TNS -> 0 ps
largest net degree at the start of global routing -> 132
RSZ-0062 raised after global routing -> no
max_cap viols -> 4
cts hold-fix bufs -> 0
Die X -> 1.13 mm
Data arrival, critical path -> 18230 ps
fin. max-slew vios -> 7
post-route cell area -> 719000 um^2
residual DRC count -> 0
CTS buffer count -> 1717
Routed WL -> 2030 mm
YS chip area -> 637000 um^2
Placed Area -> 665000 um^2
Clock Path Buffers -> 6
clk_skew -> 108 ps
floorplan utilization -> 50.2%
Tool Warnings -> 52
CTS Root Cell -> clkbuf_16
Detail Route Antenna Nets -> 0
RR Startpoint -> blockram[99][0]
row count -> 414
worst reg-to-reg path cell count -> 9
Synth Register Bits -> 16400
Die Y -> 1.13 mm
Async SR Flop Fraction -> 0%
crit path max fanout -> 86
total die size -> 1280000 um^2
PwrDens -> 41.3 nW/um^2
H-tree depth -> 7
DR WL/cell -> 40.0 um
top cells by area -> edfxtp_1, mux4_2, mux2i_1
Worst IR Drop VDD -> 35.6 uV
hold depth -> 5
final hold vios -> 0
GP Congestion -> 0.930
[per-layer routing]
layer	vias to the layer above	GRT usage [%]	share of wire (%)
met5	-	11.8	0.78
met3	4446	36.5	24
li1	133000	-	-
met4	354	14.5	5.5
met1	162000	38.8	27
met2	26500	46.5	43
[sequential cells by signal (all words and copies together) (netlist names)]
signal    count
blockram  16384
dout         32
[cell type report]
| class | instances | area, um^2 |
|---|---|---|
| diodes | 506 | 1270 |
| clock buffers | 2130 | 45300 |
| clock inverters | 905 | 7010 |
| fillers | 91000 | 551000 |
| inverters | 4 | 40.0 |
| multi-input cells | 12000 | 135000 |
| flip-flops and latches | 16400 | 493000 |
| well taps | 16800 | 21100 |
| repair buffers | 2133 | 17000 |
[metrics by stage]
step	setup slack, ps	hold slack [ps]	std cells
floorplan	36230	850	30200
global placement	29140	1100	47400
detailed placement	30420	1140	47400
CTS	31820	1150	50400
global route	31330	1190	50700
finish	31510	1150	50900
[critical path, stage by stage]
cell     delay, ps
buf_16         330
buf_4          580
buf_4          690
buf_4          600
buf_4          600
buf_4          650
buf_4          590
buf_12         560
buf_4          660
mux2i_1        150
o22ai_1        220
nor2_1         100
o21ai_0        750
nand4_1        820
nand4_1        440
buf_4          190
and4b_1        190
[synthesized netlist by cell type (12+ instances only)]
library cell	n
edfxtp_1	16400
mux2i_1	3072
mux4_2	2391
o221ai_1	1052
nor2_1	911
o22ai_1	834
a21oi_1	786
clkbuf_1	547
nand2_1	489
o21ai_0	442
buf_2	367
nor3_1	350
buf_6	315
mux4_1	289
buf_8	225
a31oi_1	177
a211oi_1	158
nand3_1	134
a22oi_1	122
buf_1	111
clkbuf_8	100
buf_4	98
nand4_1	92
nor4_1	74
buf_12	57
o21a_1	57
a2111oi_0	54
mux2_2	40
and3_1	36
dfxtp_1	32
a21o_1	29
and2_1	29
o211ai_1	25
a221oi_1	22
o31ai_1	19
clkbuf_4	17
o22a_1	17
or3_1	14
a211o_1	13
a22o_1	13
nor2b_1	12
o21bai_1	12
o311ai_0	12
[where the power goes]
| group | switching, mW | internal, mW | leakage, nW | total [mW] |
|---|---|---|---|---|
| Combinational | 1.12 | 0.463 | 57.0 | 1.58 |
| Sequential | 0.0320 | 15.6 | 147 | 15.7 |
| Clock | 5.29 | 7.13 | 25.6 | 12.4 |
| Total | 6.44 | 23.2 | 230 | 29.7 |
[cell families after synthesis]
group,count (synthesis),share of synthesized area [%]
AND-OR/OR-AND,3950,4.24
AND/OR/NAND/NOR,2222,1.57
multiplexers,5792,14.5
flip-flops,16400,77.3
buffers and inverters,1846,2.30
[worst max-delay path by stage]
stage                 endpoint  depth (start not counted)  slack, ps      from
after CTS              dout[2]                         16      31820  raddr[0]
after global routing   dout[8]                         17      31330  raddr[0]
final                  dout[8]                         17      31510  raddr[0]
Power figures rest on the tool's default switching activity, not on a simulated workload.
